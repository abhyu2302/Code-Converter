### flow/run.sh
#!/bin/bash
# OpenROAD 26Q1-2900-gdf79404cd8, Yosys 0.63+post, stock flow scripts
make -C /OpenROAD-flow-scripts/flow DESIGN_CONFIG=/design/flow/config.mk WORK_HOME=/design/flow/orfs finish
### flow/design.v
`timescale 1ns/1ps
module bcd2bin_seq #(
  parameter WIDTH  = 8,
  parameter DIGITS = 3
)(
  input  wire                clk,
  input  wire                rst,
  input  wire                start,
  input  wire [DIGITS*4-1:0] bcd_in,  
  output reg                 busy,
  output reg                 done,
  output reg  [WIDTH-1:0]    bin_out
);
  localparam S_IDLE = 2'd0, S_PREP = 2'd1, S_ACCUM = 2'd2, S_DONE = 2'd3;
  reg [1:0] state, nxt;
  integer idx;
  reg [$clog2(DIGITS+1)-1:0] pos;
  reg [3:0] cur_digit;
  always @(posedge clk or posedge rst) begin
    if (rst) state <= S_IDLE;
    else     state <= nxt;
  end
  always @(*) begin
    busy = 1'b0; done = 1'b0; nxt = state;
    case (state)
      S_IDLE: begin
        if (start) nxt = S_PREP;
      end
      S_PREP: begin
        busy = 1'b1;
        nxt  = (DIGITS==0) ? S_DONE : S_ACCUM;
      end
      S_ACCUM: begin
        busy = 1'b1;
        if (pos == 0) nxt = S_DONE;
        else          nxt = S_ACCUM;
      end
      S_DONE: begin
        done = 1'b1;
        if (!start) nxt = S_IDLE;
      end
      default: nxt = S_IDLE;
    endcase
  end
  function [WIDTH-1:0] mul10(input [WIDTH-1:0] x);
    begin
      mul10 = (x << 3) + (x << 1);
    end
  endfunction
  always @(posedge clk or posedge rst) begin
    if (rst) begin
      bin_out <= {WIDTH{1'b0}};
      pos     <= '0;
    end else begin
      case (state)
        S_PREP: begin
          bin_out <= '0;
          pos     <= DIGITS[$clog2(DIGITS+1)-1:0];
        end
        S_ACCUM: begin
          idx       = (pos - 1) * 4;
          cur_digit = bcd_in[idx +: 4];
          bin_out   <= mul10(bin_out) + cur_digit;
          pos       <= pos - 1'b1;
        end
        default: ;
      endcase
    end
  end
endmodule
`timescale 1ns/1ps
module bcd_to_ex3_digit(
  input  wire [3:0] bcd,    
  output wire [3:0] ex3     
);
  assign ex3 = bcd + 4'd3;
endmodule
`timescale 1ns/1ps
module ex3_to_bcd_digit(
  input  wire [3:0] ex3,    
  output wire [3:0] bcd     
);
  assign bcd = ex3 - 4'd3;
endmodule
`timescale 1ns/1ps
module bcd_to_ex3_vector #(parameter DIGITS = 3)(
  input  wire [DIGITS*4-1:0] bcd_in,
  output wire [DIGITS*4-1:0] ex3_out
);
  genvar i;
  generate
    for (i = 0; i < DIGITS; i = i + 1) begin : B2E
      bcd_to_ex3_digit u(.bcd(bcd_in[i*4 +: 4]), .ex3(ex3_out[i*4 +: 4]));
    end
  endgenerate
endmodule
`timescale 1ns/1ps
module ex3_to_bcd_vector #(parameter DIGITS = 3)(
  input  wire [DIGITS*4-1:0] ex3_in,
  output wire [DIGITS*4-1:0] bcd_out
);
  genvar i;
  generate
    for (i = 0; i < DIGITS; i = i + 1) begin : E2B
      ex3_to_bcd_digit u(.ex3(ex3_in[i*4 +: 4]), .bcd(bcd_out[i*4 +: 4]));
    end
  endgenerate
endmodule
`timescale 1ns/1ps
module bin2bcd_dd #(
  parameter WIDTH  = 8,    
  parameter DIGITS = 3     
)(
  input  wire              clk,
  input  wire              rst,
  input  wire              start,
  input  wire [WIDTH-1:0]  bin_in,
  output reg               busy,
  output reg               done,
  output reg  [DIGITS*4-1:0] bcd_out
);
  reg [WIDTH-1:0]        bin_shift;
  reg [DIGITS*4-1:0]     bcd_work;
  reg [$clog2(WIDTH+1)-1:0] count;
  localparam S_IDLE = 2'd0, S_PREP = 2'd1, S_LOOP = 2'd2, S_DONE = 2'd3;
  reg [1:0] state, nxt;
  integer d;
  always @(posedge clk or posedge rst) begin
    if (rst) state <= S_IDLE;
    else     state <= nxt;
  end
  always @(*) begin
    busy = 1'b0; done = 1'b0; nxt = state;
    case (state)
      S_IDLE: begin
        if (start) nxt = S_PREP;
      end
      S_PREP: begin
        busy = 1'b1;
        nxt  = (WIDTH==0) ? S_DONE : S_LOOP;
      end
      S_LOOP: begin
        busy = 1'b1;
        if (count == 0) nxt = S_DONE;
        else            nxt = S_LOOP;
      end
      S_DONE: begin
        done = 1'b1;
        if (!start) nxt = S_IDLE;  
      end
      default: nxt = S_IDLE;
    endcase
  end
  always @(posedge clk or posedge rst) begin
    if (rst) begin
      bin_shift <= {WIDTH{1'b0}};
      bcd_work  <= {DIGITS*4{1'b0}};
      bcd_out   <= {DIGITS*4{1'b0}};
      count     <= '0;
    end
    else begin
      case (state)
        S_IDLE: begin
        end
        S_PREP: begin
          bin_shift <= bin_in;
          bcd_work  <= {DIGITS*4{1'b0}};
          count     <= WIDTH[$clog2(WIDTH+1)-1:0];
        end
        S_LOOP: begin
          for (d = 0; d < DIGITS; d = d + 1) begin
            if (bcd_work[d*4 +: 4] >= 5)
              bcd_work[d*4 +: 4] <= bcd_work[d*4 +: 4] + 4'd3;
          end
          {bcd_work, bin_shift} <= {bcd_work, bin_shift} << 1;
          count <= count - 1'b1;
        end
        S_DONE: begin
          bcd_out <= bcd_work;
        end
      endcase
    end
  end
endmodule
`timescale 1ns/1ps
module bin2gray #(parameter WIDTH = 8)(
  input  wire [WIDTH-1:0] bin,
  output wire [WIDTH-1:0] gray
);
  assign gray = bin ^ (bin >> 1);
endmodule
`timescale 1ns/1ps
module converter_controller(
  input  wire        clk,
  input  wire        rst,
  input  wire        start,
  input  wire [2:0]  op,
  input  wire        bin2bcd_busy,
  input  wire        bin2bcd_done,
  input  wire        bcd2bin_busy,
  input  wire        bcd2bin_done,
  output reg         start_bin2bcd,
  output reg         start_bcd2bin,
  output reg         busy,
  output reg         done,
  output reg         latch_bin,
  output reg         latch_gray,
  output reg         latch_bcd,
  output reg         latch_ex3
);
  localparam S_IDLE = 3'd0,
             S_KICK = 3'd1,
             S_WAIT = 3'd2,
             S_DONE = 3'd3;
  reg [2:0] state, nxt;
  wire is_seq = (op == 3'd2) | (op == 3'd3);
  wire engine_done = (op == 3'd2) ? bin2bcd_done :
                     (op == 3'd3) ? bcd2bin_done : 1'b1;  
  wire engine_busy = (op == 3'd2) ? bin2bcd_busy :
                     (op == 3'd3) ? bcd2bin_busy : 1'b0;
  always @(posedge clk or posedge rst) begin
    if (rst) state <= S_IDLE;
    else     state <= nxt;
  end
  always @(*) begin
    start_bin2bcd = 1'b0;
    start_bcd2bin = 1'b0;
    latch_bin  = 1'b0;
    latch_gray = 1'b0;
    latch_bcd  = 1'b0;
    latch_ex3  = 1'b0;
    busy = 1'b0;
    done = 1'b0;
    nxt  = state;
    case (state)
      S_IDLE: begin
        if (start) nxt = S_KICK;
      end
      S_KICK: begin
        busy = 1'b1;
        if (op == 3'd2)      start_bin2bcd = 1'b1;  
        else if (op == 3'd3) start_bcd2bin = 1'b1;  
        if (is_seq) nxt = S_WAIT;
        else        nxt = S_DONE;  
      end
      S_WAIT: begin
        busy = 1'b1;
        if (engine_done) nxt = S_DONE;
      end
      S_DONE: begin
        case (op)
          3'd0: latch_gray = 1'b1;  
          3'd1: latch_bin  = 1'b1;  
          3'd2: latch_bcd  = 1'b1;  
          3'd3: latch_bin  = 1'b1;  
          3'd4: latch_ex3  = 1'b1;  
          3'd5: latch_bcd  = 1'b1;  
          default: ;
        endcase
        done = 1'b1;
        if (!start) nxt = S_IDLE;  
      end
      default: nxt = S_IDLE;
    endcase
  end
endmodule
`timescale 1ns/1ps
module converter_datapath #(
  parameter WIDTH  = 8,
  parameter DIGITS = 3
)(
  input  wire                   clk,
  input  wire                   rst,
  input  wire [WIDTH-1:0]       bin_in,
  input  wire [WIDTH-1:0]       gray_in,
  input  wire [DIGITS*4-1:0]    bcd_in,
  input  wire [DIGITS*4-1:0]    ex3_in,
  input  wire                   start_bin2bcd,
  input  wire                   start_bcd2bin,
  input  wire [2:0]             op,           
  output wire                   busy_any,     
  output wire                   done_any,     
  output wire [WIDTH-1:0]       bin_out_comb,
  output wire [WIDTH-1:0]       gray_out_comb,
  output wire [DIGITS*4-1:0]    bcd_out_comb,
  output wire [DIGITS*4-1:0]    ex3_out_comb,
  output wire                   bin2bcd_busy,
  output wire                   bin2bcd_done,
  output wire                   bcd2bin_busy,
  output wire                   bcd2bin_done
);
  wire [WIDTH-1:0] gray_from_bin, bin_from_gray;
  bin2gray #(WIDTH) u_b2g(.bin(bin_in), .gray(gray_from_bin));
  gray2bin #(WIDTH) u_g2b(.gray(gray_in), .bin(bin_from_gray));
  wire [DIGITS*4-1:0] ex3_from_bcd, bcd_from_ex3;
  bcd_to_ex3_vector #(DIGITS) u_bcd2ex3(.bcd_in(bcd_in), .ex3_out(ex3_from_bcd));
  ex3_to_bcd_vector #(DIGITS) u_ex32bcd(.ex3_in(ex3_in), .bcd_out(bcd_from_ex3));
  wire [DIGITS*4-1:0] bcd_from_bin;
  bin2bcd_dd #(WIDTH, DIGITS) u_bin2bcd (
    .clk(clk), .rst(rst), .start(start_bin2bcd),
    .bin_in(bin_in), .busy(bin2bcd_busy), .done(bin2bcd_done), .bcd_out(bcd_from_bin)
  );
  wire [WIDTH-1:0] bin_from_bcd;
  bcd2bin_seq #(WIDTH, DIGITS) u_bcd2bin (
    .clk(clk), .rst(rst), .start(start_bcd2bin),
    .bcd_in(bcd_in), .busy(bcd2bin_busy), .done(bcd2bin_done), .bin_out(bin_from_bcd)
  );
  assign bin_out_comb  = (op == 3'd1) ? bin_from_gray :  
                         (op == 3'd3) ? bin_from_bcd  :  
                         {WIDTH{1'b0}};
  assign gray_out_comb = (op == 3'd0) ? gray_from_bin :  
                         {WIDTH{1'b0}};
  assign bcd_out_comb  = (op == 3'd2) ? bcd_from_bin  :  
                         (op == 3'd5) ? bcd_from_ex3  :  
                         {DIGITS*4{1'b0}};
  assign ex3_out_comb  = (op == 3'd4) ? ex3_from_bcd  :  
                         {DIGITS*4{1'b0}};
  assign busy_any =
      ((op == 3'd2) & bin2bcd_busy) |
      ((op == 3'd3) & bcd2bin_busy);
  assign done_any =
      ((op == 3'd0) ? 1'b1 : 1'b0) |          
      ((op == 3'd1) ? 1'b1 : 1'b0) |          
      ((op == 3'd2) ? bin2bcd_done : 1'b0) |  
      ((op == 3'd3) ? bcd2bin_done : 1'b0) |  
      ((op == 3'd4) ? 1'b1 : 1'b0) |          
      ((op == 3'd5) ? 1'b1 : 1'b0);           
endmodule
`timescale 1ns/1ps
module code_converter_top #(
  parameter WIDTH  = 8,
  parameter DIGITS = 3
)(
  input  wire                   clk,
  input  wire                   rst,
  input  wire                   start,
  input  wire [2:0]             opcode,
  input  wire [WIDTH-1:0]       bin_in,
  input  wire [WIDTH-1:0]       gray_in,
  input  wire [DIGITS*4-1:0]    bcd_in,
  input  wire [DIGITS*4-1:0]    ex3_in,
  output reg  [WIDTH-1:0]       bin_out,
  output reg  [WIDTH-1:0]       gray_out,
  output reg  [DIGITS*4-1:0]    bcd_out,
  output reg  [DIGITS*4-1:0]    ex3_out,
  output wire                   busy,
  output wire                   done
);
  wire start_bin2bcd, start_bcd2bin;
  wire bin2bcd_busy, bin2bcd_done;
  wire bcd2bin_busy, bcd2bin_done;
  wire [WIDTH-1:0]    bin_out_comb;
  wire [WIDTH-1:0]    gray_out_comb;
  wire [DIGITS*4-1:0] bcd_out_comb;
  wire [DIGITS*4-1:0] ex3_out_comb;
  wire latch_bin, latch_gray, latch_bcd, latch_ex3;
  converter_datapath #(.WIDTH(WIDTH), .DIGITS(DIGITS)) u_dp (
    .clk(clk), .rst(rst),
    .bin_in(bin_in), .gray_in(gray_in), .bcd_in(bcd_in), .ex3_in(ex3_in),
    .start_bin2bcd(start_bin2bcd), .start_bcd2bin(start_bcd2bin),
    .op(opcode),
    .busy_any(), .done_any(),  
    .bin_out_comb(bin_out_comb),
    .gray_out_comb(gray_out_comb),
    .bcd_out_comb(bcd_out_comb),
    .ex3_out_comb(ex3_out_comb),
    .bin2bcd_busy(bin2bcd_busy), .bin2bcd_done(bin2bcd_done),
    .bcd2bin_busy(bcd2bin_busy), .bcd2bin_done(bcd2bin_done)
  );
  converter_controller u_ctrl (
    .clk(clk), .rst(rst), .start(start), .op(opcode),
    .bin2bcd_busy(bin2bcd_busy), .bin2bcd_done(bin2bcd_done),
    .bcd2bin_busy(bcd2bin_busy), .bcd2bin_done(bcd2bin_done),
    .start_bin2bcd(start_bin2bcd), .start_bcd2bin(start_bcd2bin),
    .busy(busy), .done(done),
    .latch_bin(latch_bin), .latch_gray(latch_gray),
    .latch_bcd(latch_bcd), .latch_ex3(latch_ex3)
  );
  always @(posedge clk or posedge rst) begin
    if (rst) begin
      bin_out  <= {WIDTH{1'b0}};
      gray_out <= {WIDTH{1'b0}};
      bcd_out  <= {DIGITS*4{1'b0}};
      ex3_out  <= {DIGITS*4{1'b0}};
    end else begin
      if (latch_bin)  bin_out  <= bin_out_comb;
      if (latch_gray) gray_out <= gray_out_comb;
      if (latch_bcd)  bcd_out  <= bcd_out_comb;
      if (latch_ex3)  ex3_out  <= ex3_out_comb;
    end
  end
endmodule
`timescale 1ns/1ps
module gray2bin #(parameter WIDTH = 8)(
  input  wire [WIDTH-1:0] gray,
  output wire [WIDTH-1:0] bin
);
  genvar i;
  assign bin[WIDTH-1] = gray[WIDTH-1];
  generate
    for (i = WIDTH-2; i >= 0; i = i - 1) begin : G2B
      assign bin[i] = bin[i+1] ^ gray[i];
    end
  endgenerate
endmodule
### flow/constraint.sdc
current_design code_converter_top

set clk_period 5.4
set clk_io_pct 0.2

create_clock -name clk0 -period $clk_period [get_ports {clk}]

set non_clock_inputs [all_inputs -no_clocks]
set_input_delay [expr $clk_period * $clk_io_pct] -clock clk0 $non_clock_inputs
set_output_delay [expr $clk_period * $clk_io_pct] -clock clk0 [all_outputs]
### flow/config.mk
export PLATFORM = sky130hd
export DESIGN_NAME = code_converter_top
export DESIGN_NICKNAME = code_converter_top
export VERILOG_FILES = /design/flow/design.v
export SDC_FILE = /design/flow/constraint.sdc
export NUM_CORES = 4
export LEC_CHECK = 1
export CORE_UTILIZATION = 30
==> flow_metrics.env <==
# physical design summary
export IMPL_crit_top_cell="a21oi_1"
export IMPL_cp_max_fo=2
export IMPL_syn_inst=463
export IMPL_crit_required_ns=5.64
export IMPL_final_area_um2=6108
export IMPL_drive_gt1_frac=0.07861
export IMPL_seqPwrFrac=0.414
export IMPL_warning_count=26
export IMPL_hold_viol=0
export IMPL_flop_cell="dfrtp_1"
export IMPL_period_used=0.6402
export IMPL_grt_max_degree=56
export IMPL_layout_cells_most_common="dfrtp_1"
export IMPL_period_needed_ns=3.457
export IMPL_worst_path_largest_cell_delay_ns=0.43
export IMPL_ys_flops=98
export IMPL_worst_path_buf_inv=2
export IMPL_clkTransAtPathRegs_ns=0.07
export IMPL_p_switching_mw=0.8440
export IMPL_area_growth_pct=28.54
export IMPL_ir_worst_vdd_mv=0.2149
export IMPL_cp_slowest_cell="clkdlybuf4s50_1"
export IMPL_cts_tree="yes"
export IMPL_insertion_delay_ns=0.35
export IMPL_yosys_cells=463
export IMPL_vias_per_cell=4.691
export IMPL_top_level_ports=88
export IMPL_p_sw_frac=0.3148
export IMPL_reg2reg_slack_ns=1.99
export IMPL_antenna_found_initial=0
export IMPL_placed_area_um2=5831
export IMPL_cap_violations=0
export IMPL_clock_sinks=98
export IMPL_place_hpwl_um=6963
export IMPL_ys_warn_count=4
export IMPL_final_cell_mix="dfrtp_1 (95), clkdlybuf4s50_1 (87), nand2_1 (75), o21ai_0 (62), a21oi_1 (23)"
export IMPL_core_area_um2=15310
export IMPL_fp_util=0.3103
export IMPL_ctsHoldBuffers=0
export IMPL_diodes=0
export IMPL_gp_congestion=0.8478
export IMPL_fin_cells=758
export IMPL_edf_count=0
export IMPL_power_mw=2.681
export IMPL_clock_path_buffers=2
export IMPL_row_count=45
export IMPL_min_from="u_dp.u_bin2bcd.bin_shift[3]"
export IMPL_postCtsSetupRepairBufs=0
export IMPL_setup_viol=0
export IMPL_tightest_slew_ns=0.8773
export IMPL_io_buffer_count=87
export IMPL_reg2reg_depth=14
export IMPL_p_per_area_nw_per_um2=438.9
export IMPL_layout_setup_ws_ns=1.943
export IMPL_initialDrtViolationCount=189
export IMPL_r2r_end="u_dp.u_bcd2bin.bin_out[7]"
export IMPL_grt_pass1_vias=3394
export IMPL_ys_chip_area_um2=4752
export IMPL_yosys_cell_types_count=44
export IMPL_ctsResizeCount=0
export IMPL_ant_nets=0
export IMPL_skew_ns=0.008978
export IMPL_hold_class="reg -> reg"
export IMPL_overflow=0
export IMPL_startpoint_type="primary input"
export IMPL_drc=0
export IMPL_wl_um=9944
export IMPL_intPower_mw=1.837
export IMPL_num_fill_cells=1470
export IMPL_path_cells="clkdlybuf4s50_1 -> nor2b_1 -> a21oi_1 -> nor2_1 -> a21oi_1 -> fa_1 -> inv_1 -> ha_1 -> a21o_1 -> a21oi_1 -> o21bai_1 -> a21oi_1 -> xnor2_1 -> a21o_1"
export IMPL_grt_pass1_wl_um=16960
export IMPL_synth_area_per_cell_um2=10.26
export IMPL_clkPwrFrac=0.225
export IMPL_die_y_um=127.9
export IMPL_critPathKind="in -> reg"
export IMPL_hold_path_cell_count=2
export IMPL_root_buffer="clkbuf_16"
export IMPL_status="completed"
export IMPL_first_pass_iters=4
export IMPL_comb_power_share=0.362
export IMPL_synth_seq_share=0.5169
export IMPL_dp_cells=742
export IMPL_rsz0062_at_grt="false"
export IMPL_async_flop_share=1.000
export IMPL_wl_per_cell_um=13.12
export IMPL_fin_util=0.3989
export IMPL_critical_path_top_delay_family="AND-OR/OR-AND gates"
export IMPL_cts_max_level=3
export IMPL_syn_cell_area_um2=4752
export IMPL_fmax_mhz=289.3
export IMPL_crit_arrival_ns=3.69
export IMPL_setup_tns_ns=0
export IMPL_p_leak_nw=2.668
export IMPL_min_to="u_dp.u_bin2bcd.bin_shift[4]"
export IMPL_slew_headroom=0.4135
export IMPL_dieArea_um2=16350
export IMPL_post_place_ws_ns=1.616
export IMPL_numCtsBuffers=9
export IMPL_via_count=3556
export IMPL_drv_slew=0
export IMPL_dieWidth_um=127.9
export IMPL_worstReg2RegStart="u_dp.u_bcd2bin.pos[0]"
export IMPL_crit_path_end_kind="flip-flop"
export IMPL_worst_hold_slack_ns=0.4819
export IMPL_grt_usage=0.1303
power by group through the flow:
stage                 clock (mW)  combinational, mW  sequential [mW]
after CTS                  0.626              0.983             1.11
after global routing       0.658               1.11             1.14
final                      0.602              0.970             1.11
worst reg2reg max path: cells and delay by family, from the launching register on:
family | cells | cell delay, ns
adder cells (fa/ha/maj) | 3 | 1.14
AND-OR/OR-AND | 6 | 0.93
AND/OR/NAND/NOR | 2 | 0.56
flip-flops | 1 | 0.41
buffers and inverters | 2 | 0.17
XOR/XNOR | 1 | 0.10
cell families (layout without fill, tap and decap cells):
| kind of cell | count (synthesis) | in the layout | synth area share |
|---|---|---|---|
| buffers and inverters | 42 | 126 | 0.03370 |
| AOI/OAI and AO/OA | 121 | 121 | 0.1511 |
| xor gates and xnor gates | 33 | 33 | 0.07188 |
| adders and majority gates | 21 | 21 | 0.05845 |
| DFF | 98 | 98 | 0.5169 |
| muxes | 22 | 22 | 0.04976 |
| and+or+nand+nor | 126 | 126 | 0.1182 |
registers in the layout, summed over array words and instances, names as in the netlist:
signal / count
u_dp.u_bin2bcd.state: 4
ex3_out: 12
u_dp.u_bin2bcd.bcd_out: 12
u_dp.u_bcd2bin.bin_out: 8
u_dp.u_bin2bcd.bin_shift: 8
bin_out: 8
u_dp.u_bcd2bin.pos: 2
u_dp.u_bin2bcd.bcd_work: 12
u_ctrl.state: 4
bcd_out: 12
u_dp.u_bin2bcd.count: 4
gray_out: 8
u_dp.u_bcd2bin.state: 4
cells in the mapped netlist, types with 2 or more instances:
library cell,n,area share
a21oi_1,23,0.024
nand2_1,75,0.059
dfstp_2,3,0.017
nand3b_1,2,0.0032
nor2_1,22,0.017
xor2_1,12,0.022
buf_2,2,0.0021
mux2i_1,9,0.019
a22o_1,18,0.033
nor3b_1,3,0.0047
o21bai_1,2,0.0032
o31ai_1,2,0.0032
dfrtp_1,95,0.50
nor3_1,4,0.0042
a21o_1,3,0.0047
nand2b_1,6,0.0079
a22oi_1,5,0.0079
mux2_2,13,0.031
clkbuf_1,21,0.017
xnor2_1,17,0.031
ha_1,19,0.050
nor2b_1,4,0.0053
o21ai_0,62,0.065
and2_1,2,0.0026
inv_1,18,0.014
o21ai_1,2,0.0021
fa_1,2,0.0084
routing by layer:
layer / wire length (um) / vias to the layer above / GRT usage
li1: - / 1745 / -
met1: 5087 / 1718 / 0.2186
met2: 4130 / 81 / 0.1832
met3: 537 / 12 / 0.02253
met4: 188 / 0 / 0.02145
met5: 0 / - / 0
how the worst max path moves through the flow:
| stage | start | endpoint | cells past startpoint |
|---|---|---|---|
| CTS | bcd_in[11] | u_dp.u_bcd2bin.bin_out[7] | 14 |
| global route | u_dp.u_bcd2bin.pos[0] | u_dp.u_bcd2bin.bin_out[7] | 14 |
| finish | bcd_in[11] | u_dp.u_bcd2bin.bin_out[7] | 14 |
cell type report:
cell class,count,area (um2),share of cell area
clock inverter,6,48.80,0.007989
inverter,19,73.82,0.01209
multi-input combinational,323,2136,0.3497
tap,211,264.0,0.04322
clock buffer,10,229.0,0.03748
timing repair buffer,91,900.9,0.1475
sequential,98,2456,0.4021
Power is estimated from default activity; no workload was simulated.
